==> ./design.v <==
module CountTo10(clk, reset, count, timeOut);
input clk, reset;
input count;
output timeOut;
reg timeOut;
reg [0:3] counter;
always @ (posedge clk)
begin
	if (reset == 0)
	begin
		timeOut <= 0;
		counter <= 0;
	end
	else
	begin
		if(count == 0)
			begin
				counter <= counter;
				timeOut <= 0;
			end
		else 
			begin
				if(counter >10)
					begin
						counter<=0;
					end
				else if(counter == 10)
					begin
						counter <= 0;
						timeOut <= 1;
					end
				else
					begin 
						timeOut <= 0;
						counter <= counter + 1;
					end 
		     end
		end
end
endmodule
module CountTo100(clk, reset, count, timeOut);
input clk, reset;
input count;
output timeOut;
reg timeOut;
reg [0:6] counter;
always @ (posedge clk)
begin
	if (reset == 0)
	begin
		timeOut <= 0;
		counter <= 0;
	end
	else
	begin
		if(count == 0)
			begin
				counter <= counter;
				timeOut <= 0;
			end
		else 
			begin
				if(counter >100)
					begin
						counter<=0;
					end
				else if(counter == 100)
					begin
						counter <= 0;
						timeOut <= 1;
					end
				else
					begin 
						timeOut <= 0;
						counter <= counter + 1;
					end 
			end
	 end
end
endmodule
module LAB4_legacy_4014 ( clk, reset, bit4_player2, bit4_password, bit4_setDigit_units, bit4_setDigit_tens, pushButton_RNG, pushButton_player2, pushButton_password, 
		        seg7_CPU, seg7_player2, seg7_sum,seg7_units, seg7_tens, hexFdetection_led_red, hexFdetection_led_green, accessControl_led_red, accessControl_led_green);
input clk, reset;
input pushButton_RNG, pushButton_player2, pushButton_password;
input [3:0] bit4_player2, bit4_password;
input [3:0] bit4_setDigit_tens, bit4_setDigit_units;
output hexFdetection_led_red, hexFdetection_led_green, accessControl_led_red, accessControl_led_green;
output [6:0] seg7_CPU, seg7_player2, seg7_sum, seg7_units, seg7_tens;
wire load_sig_player1, load_sig_player2, pulse_player2, pulse_password;
wire [3:0] fourBitOut_player2, sum4bit, digit_tens, digit_units, count ;
wire load_sig_RNG, reconfig, decrement, enable, timeout;
access_control access_control1 (clk, reset, load_sig_RNG, load_sig_player2,  pulse_password, pushButton_RNG, pulse_player2, bit4_password, timeout, reconfig, enable, accessControl_led_red, accessControl_led_green);
randomNumGenerator randomNumGenerator1 (clk, reset, load_sig_RNG, count);
fourBitAdder adder (count, fourBitOut_player2, sum4bit);
hexFdetector win_detector (sum4bit, hexFdetection_led_red, hexFdetection_led_green);
loadreg loadreg_player2 ( clk, reset, load_sig_player2, bit4_player2, fourBitOut_player2 );
sevenSegDisplayDecoder sevenSegDisplayDecoder_CPU (count, seg7_CPU);
sevenSegDisplayDecoder sevenSegDisplayDecoder_player2 (fourBitOut_player2, seg7_player2);
sevenSegDisplayDecoder sevenSegDisplayDecoder_sum (sum4bit, seg7_sum);
sevenSegDisplayDecoder sevenSegDisplayDecoder_tens (digit_tens, seg7_tens);
sevenSegDisplayDecoder sevenSegDisplayDecoder_units (digit_units, seg7_units);
singlePulseButton singlePulseButton_player2 (pushButton_player2, pulse_player2, clk, reset);
singlePulseButton singlePulseButton_password (pushButton_password, pulse_password, clk, reset);
countDownToZero countDownToZero1(clk, reset, reconfig, bit4_setDigit_tens, bit4_setDigit_units, decrement, timeout, digit_tens, digit_units);
TimerOneSecond TimerOneSecond1(clk, reset, enable, decrement);
endmodule 
module Timer100ms(clk, reset, enable, timeOut);
input clk, reset;
input enable; 
output timeOut;
wire count;
Timer1ms Timer1ms_1(clk, reset, enable, count);
CountTo100 CountTo100_1(clk, reset, count, timeOut);
endmodule
module Timer1ms(clk, reset, enable, timeOut);
input clk, reset;
input enable;
output timeOut;
reg timeOut;
reg [15:0] counter;
always @ (posedge clk)
begin
	if (reset == 0)
	begin
		timeOut <= 0;
		counter <= 0;
	end
	else
	begin
		if(enable == 0)
			begin
				counter <=0;
				timeOut <=0;
			end
		else
			begin
				if (counter >50000)
					begin
						counter<=0;
					end
				else if(counter == 50000)
					begin
						counter <= 0;
						timeOut <= 1;
					end
				else
					begin 
						timeOut <= 0;
						counter <= counter + 1;
				   end 
			end
		end
end
endmodule
module TimerOneSecond(clk, reset, enable, timeOut);
input clk, reset;
input enable; 
output timeOut;
wire count1;
Timer100ms Timer100ms_2(clk, reset, enable, count1);
CountTo10 CountTo10_2(clk, reset, count1, timeOut);
endmodule
module access_control (     clk, reset, load_sig_RNG, load_sig_2,  load_password, pushButtonLoad_RNG, pushButtonLoad2, passinput4bit, timeout, 
  reconfig, enable, passredled, passgreenled); 
input clk, reset;
input load_password;       
input [3:0] passinput4bit;
input pushButtonLoad_RNG, pushButtonLoad2 ;    
input timeout;
reg flag;
reg [3:0] state;
output load_sig_RNG, load_sig_2;   
output passredled, passgreenled;
output reconfig, enable;
reg reconfig, enable;
reg passredled, passgreenled;
reg load_sig_RNG, load_sig_2 ;
reg enable_internal;
wire timeout_internal;
reg watchdogTimer;
parameter s1 = 0, s2 = 1, s3 = 2, s4 = 3, s5 = 4, s6 = 5, s7 = 6, s8 = 7, s9 = 8, s10 = 9, s11 = 10, s12 = 11, pause = 12, pause2 = 13, pause3 = 14;
TimerOneSecond TimerOneSecond_internal (clk, reset, enable_internal, timeout_internal);
always @ (posedge clk)
 begin 
	if (reset == 0)
	 begin 
	  flag <=1;
	  load_sig_RNG <= 1;     
	  load_sig_2 <= 0;    
	  passredled <= 1;
	  passgreenled <= 0;
	  state <= s1;
	  enable <= 0;
	  enable_internal <= 0;
	 end
	else
	 begin
	 load_sig_RNG <= 1;
	  case (state)
	   s1:
	    begin
		passgreenled <= 0;
		passredled <= 1;
		enable_internal <= 0;
	     if (load_password == 1)
	      begin
	       if ( passinput4bit == 4'b0100)
		begin
		 state <= s2;
		 end 
		else
		 begin
		  flag <= 0;
		  state <= s2;
		 end
	        end
			else
		 begin
		  state <= s1;
		 end
	       end
	   s2:
	    begin
	     if (load_password == 1)
	      begin
	       if ( passinput4bit == 4'b0000)
		begin
		 state <= s3;
		 end 
		else
		 begin
		  flag <= 0;
		  state <= s3;
		 end
	        end
		else
		 begin
		  state <= s2;
		 end
	       end
	   s3:
	    begin
	     if (load_password == 1)
	      begin
	       if ( passinput4bit == 4'b0001)
		begin
		 state <= s4;
		 end 
		else
		 begin
		  flag <= 0;
		  state <= s4;
		 end
	        end
		else
		 begin
		  state <= s3;
		 end
	       end
	   s4:
	    begin
	     if (load_password == 1)
	      begin
	       if ( passinput4bit == 4'b0100)
		begin
		 state <= s5;
		 end 
		else
		 begin
		  flag <= 0;
		  state <= s5;
		 end
	        end
		else
		 begin
		  state <= s4;
		 end
	       end
	   s5:
	    begin
	     if (flag == 0)
	      begin
		 state <= s6;
	      end 
	       else
		 begin
		  state <= s7;
		 end
	        end
	   s6:
	    begin
	         flag <= 1;
		 state <= s1;
	    end 
	   s7:
	    begin
	    passgreenled <= 1;
	    passredled <= 0;
		state <= s8;
	    end
	   s8:
	    begin
		enable_internal <= 0;
		if(load_password == 0)
			begin
				state <= s8;
				reconfig <= 0;
			end
		else 
			begin
				reconfig <= 1;
				state <= s9;
			end
	    end 
		s9:
		begin
			reconfig <= 0;
			if(load_password == 0)
				begin
					state <= s9;
				end
			else 
				begin
					state <= s10;
				end
		end
		s10:
		begin
			load_sig_RNG <= pushButtonLoad_RNG;                      
			load_sig_2 <= pushButtonLoad2;               
			enable <= 1;
			enable_internal <= 0;
			watchdogTimer <= 0;
			if(timeout == 1)
				begin
					state <= s11;
				end
			else 
				begin
					if(load_password == 1)
						begin
							enable_internal <= 1;
							state <= pause;
						end
					else
						begin
							state <= s10;
						end
				end
		end
		pause:
		begin
			load_sig_2 <=0;
			load_sig_RNG <= 1;
			enable <= 0;
			if(timeout_internal == 0)
				begin
					if(load_password == 1)
						begin 
							state <= pause2;
							enable_internal <= 0;
						end
					else
						begin
							state <= pause;
						end
				end
			else
				begin
					watchdogTimer <= 1;
					enable_internal <= 0;
				end
			if (watchdogTimer == 1)
				begin
					if(load_password == 1)
						begin 
							state <= s10;
						end
					else
						begin
							state <= pause;
						end
				end
		end
		pause2:
		begin
			watchdogTimer <= 0;
			enable_internal <= 1;
			if(timeout_internal == 0)
				begin
					if(load_password == 1)
						begin
							state <= pause3;
							enable_internal <= 0;
						end
					else
						begin
							state <= pause2;
						end
				end
			else
				begin
					state <= s8;
					reconfig <= 1;
				end
		end
		pause3:
		begin
			state <= s1;
		end
		s11: 
		begin
			enable <= 0;
			load_sig_RNG <= 1;
			load_sig_2 <= 0;
			if (load_password <= 0)
				begin
					state <= s11;
				end
			else
				begin
					state <= s12;
				end
		end
		s12:
		begin
			if (load_password <= 0)
				begin
					state <= s12;
				end
			else
				begin
					state <= s8;
				end
		end
  	   default:
	     begin
	      state <= s1;
	     end
        endcase
       end
 end
endmodule
module countDownToZero(clk, reset, reconfig, setDigit_tens, setDigit_units, decrement, do_not_borrow_currentDigit, digit_tens, digit_units); 
input clk, reset;
input reconfig;
input decrement;
input [3:0] setDigit_units;
input [3:0] setDigit_tens;
output do_not_borrow_currentDigit;
output [3:0] digit_units;
output [3:0] digit_tens;
wire borrow;
wire do_not_borrow;
wire makeit1 ;
assign makeit1 = 1'b1;
wire makeit0;
timer TimerTens(clk, reset, reconfig, setDigit_tens, borrow, makeit1, do_not_borrow, makeit0, digit_tens);
timer TimerUnits(clk, reset, reconfig, setDigit_units, decrement, do_not_borrow, do_not_borrow_currentDigit, borrow, digit_units);
endmodule
module counter( clk, reset, begin_count, count);
input clk, reset;
input begin_count;
output [3:0] count;
reg [3:0] count;
always @ (posedge clk)
begin
	if (reset == 0)
		begin
			count <= 0;
		end
	else if((count == 15) || (count > 15))
		begin
			count <= 0;
		end
	else
		begin
			begin
				if (begin_count == 1 )
					begin
						count <= count + 1;
					end
				else
					begin
						count <= count;
					end
			end
		end
end 
endmodule
module fourBitAdder (in1, in2, sum);
input [3:0] in1, in2;
output [3:0] sum;
reg [3:0] sum;
	always @ (in1, in2)
	 begin 
	     sum = in1 + in2;
	 end
endmodule
module hexFdetector (hex_in, out_sigRed, out_sigGreen);
input [3:0] hex_in;
output out_sigRed, out_sigGreen;
reg out_sigRed, out_sigGreen;
	always @ (hex_in)
		if (hex_in == 4'b1111)
		  begin
			out_sigGreen = 1; out_sigRed = 0;
		  end
		else
		  begin
			out_sigRed = 1; out_sigGreen = 0;
		  end
endmodule
module loadreg ( clk, reset, load, fourBitIn, fourBitOut );
input clk, reset, load;
input [3:0] fourBitIn; 
output [3:0] fourBitOut;
reg [3:0] fourBitOut;
always @ (posedge clk)
begin 
	if ( reset == 1)
	 begin
	  if ( load == 1)
	    begin
	     fourBitOut = fourBitIn;
	    end
	  end
	else if (reset == 0)
	 begin
	   fourBitOut = 4'b0000;
	 end
end 
endmodule
module randomNumGenerator (clk, reset, b_in, count);
input clk, reset;
input b_in;
output [3:0] count;
assign b_in_inverted = ~b_in;
counter rng_counter (clk, reset, b_in_inverted, count);
endmodule
module sevenSegDisplayDecoder (fourbit_in, sevenbit_out);
input [3:0] fourbit_in;
output [6:0] sevenbit_out;
reg [6:0] sevenbit_out;
	always @ (fourbit_in)
		begin
			case (fourbit_in)
				4'b0000:
				begin
					sevenbit_out = 7'b1000000;
				end	
				4'b0001:
				begin
					sevenbit_out = 7'b1001111;
				end	
				4'b0010:
				begin
					sevenbit_out = 7'b0100100;
				end	
				4'b0011:
				begin
					sevenbit_out = 7'b0110000;
				end	
				4'b0100:
				begin
					sevenbit_out = 7'b0011001;
				end	
				4'b0101:
				begin
					sevenbit_out = 7'b0010010;
				end	
				4'b0110:
				begin
					sevenbit_out = 7'b0000010;
				end	
				4'b0111:
				begin
					sevenbit_out = 7'b1111000;
				end	
				4'b1000:
				begin
					sevenbit_out = 7'b0000000;
				end	
				4'b1001:
				begin
					sevenbit_out = 7'b0010000;
				end	
				4'b1010:
				begin
					sevenbit_out = 7'b0001000;
				end	
				4'b1011:
				begin
					sevenbit_out = 7'b0000011;
				end	
				4'b1100:
				begin
					sevenbit_out = 7'b1000110;
				end	
				4'b1101:
				begin
					sevenbit_out = 7'b0100001;
				end	
				4'b1110:
				begin
					sevenbit_out = 7'b0000110;
				end	
				4'b1111:
				begin
					sevenbit_out = 7'b0001110;
				end	
				default:
				begin
					sevenbit_out = 7'b0000000;
				end
			endcase
		end
endmodule
module singlePulseButton (b_in, pulse, clk, rst);
input b_in;
input clk, rst;
output pulse;
reg pulse;
reg [1:0] state, nextState;
parameter s_init = 0, s_pulse = 1, s_wait = 2;
always @ ( state, b_in)
	begin
	 case (state)
	   s_init:
	    begin 
	     pulse = 0;
		if (b_in == 1)
		 begin
		  nextState = s_init;
		 end
		else
		 begin
		  nextState = s_pulse;
		 end
       	     end
	    s_pulse:
	     begin
	       pulse = 1;
	       nextState = s_wait;
	     end
	    s_wait:
	      begin
 		pulse = 0;
		  if (b_in == 0)
		    begin
		     nextState = s_wait;
		    end
		  else
		    begin
		     nextState = s_init;
		    end
	      end
	     default:
	       begin
	         nextState = s_init;
	       end 
	   endcase
	end
always @ (posedge clk) 
	begin
	  if (rst == 0)
	    begin
	      state <= s_init;
	    end
	  else
	    begin
	      state <= nextState;
	    end
	 end
endmodule 
module timer(clk, reset, reconfig, setDigit, decrement, do_not_borrow_nextDigit, do_not_borrow_currentDigit, borrow, digit);
input clk, reset;
input reconfig;
input [3:0] setDigit;
input decrement;
input do_not_borrow_nextDigit;
output reg do_not_borrow_currentDigit;
output reg borrow;
output reg [3:0] digit;
always @ (posedge clk)
	begin
		if(reset == 0)
			begin
				do_not_borrow_currentDigit <= 1;
				borrow <= 0;
				digit <= 4'b0000;
			end
		else
			begin
				if(reconfig == 1)
					begin
						do_not_borrow_currentDigit <= 0;
						if(setDigit > 9)
							begin
								digit <= 4'b1001;
							end
						else if (setDigit == 0)
							begin
								do_not_borrow_currentDigit <= 1;
							end
						else
							begin
								digit <= setDigit;
							end
					end
				else
					begin
						if(decrement == 1)
							begin
								if(digit == 4'b0000)
									begin
										if(do_not_borrow_nextDigit == 1)
											begin
												do_not_borrow_currentDigit <= 1;
											end
										else
											begin
												borrow <= 1;
												digit <= 4'b1001;
											end
									end
								else
									begin             
										borrow <= 0;
										digit <= digit - 1;       
										if(digit == 1)        
											begin
												if(do_not_borrow_nextDigit == 1)
													begin
														do_not_borrow_currentDigit <= 1;
													end
											end
									end
							end
						else
							begin
								digit <= digit;
								borrow <= 0;
							end
					end
			end
	end
endmodule				
==> ./run.sh <==
#!/bin/bash
# OpenROAD 26Q1-2900-gdf79404cd8, Yosys 0.63+post, stock flow scripts
make -C /OpenROAD-flow-scripts/flow DESIGN_CONFIG=/design/flow/config.mk WORK_HOME=/design/flow/orfs finish
==> ./config.mk <==
export PLATFORM = sky130hd
export DESIGN_NAME = LAB4_legacy_4014
export DESIGN_NICKNAME = LAB4_legacy_4014
export VERILOG_FILES = /design/flow/design.v
export SDC_FILE = /design/flow/constraint.sdc
export NUM_CORES = 4
export LEC_CHECK = 1
export CORE_UTILIZATION = 40
==> ./constraint.sdc <==
current_design LAB4_legacy_4014

set clk_period 3.9
set clk_io_pct 0.2

create_clock -name clk0 -period $clk_period [get_ports {clk}]

set non_clock_inputs [all_inputs -no_clocks]
set_input_delay [expr $clk_period * $clk_io_pct] -clock clk0 $non_clock_inputs
set_output_delay [expr $clk_period * $clk_io_pct] -clock clk0 [all_outputs]
==> flow_summary.json <==
{
  "htree_levels": 4,
  "crit_chain": "ha_1, fa_1, inv_1, ha_1, nand2_1, o21a_1, a21oi_1, clkdlybuf4s50_1",
  "p_clk_share_pct": 52.3,
  "route.vias.total": 5468,
  "clock_path_buffers": 2,
  "tightest_slew_ps": 657,
  "finClkSkew_ps": 8.77,
  "fin_setup_tns_ps": 0,
  "wirelength_um": 12900,
  "slew_headroom_pct": 55.8,
  "row_count": 47,
  "unclocked_pins": 2,
  "drv_slew": 0,
  "p_sw_mw": 0.716,
  "yosysCellCount": 787,
  "placed_area_sq_mm": 0.00757,
  "p_seq_share_pct": 42.7,
  "topCellsByArea": "dfxtp_1 (40%), ha_1 (6.7%), nor2_1 (6.6%)",
  "untimed_endpoints": 2,
  "track_usage_pct": 15.3,
  "grt_max_degree": 33,
  "post-cts-setup-buffer-count": 0,
  "power_density_mw_per_mm2": 412,
  "start_kind": "flip-flop",
  "cts_tree": "done",
  "top_area_share_pct": 39.9,
  "syn_avg_cell_area_sq_um": 8.60,
  "cts_resized": 0,
  "cts_inserted_buffers": 17,
  "synth-edff-count": 2,
  "grt_pass1_wl_um": 21800,
  "drive_gt1_share_pct": 6.96,
  "criticalPathCategory": "reg2out",
  "dominantRegCellSynth": "dfxtp_1",
  "die_x_um": 132,
  "path_buffers": 2,
  "viasPerCell": 5.05,
  "crit_top_cell": "ha_1",
  "cpPeakStageDelay_ps": 510,
  "swShare_pct": 21.1,
  "power.leakage_nw": 3.19,
  "initCoreUtil_pct": 40.8,
  "hp-class": "reg2reg",
  "synth_cells": 787,
  "cp_data_arrival_time_ps": 2780,
  "drc_errors": 0,
  "area_growth_pct": 21.5,
  "io_buffers": 59,
  "gp_congestion": 0.872,
  "place_ws_ps": 609,
  "clock.fmax_mhz": 281,
  "synth_flops": 139,
  "synthTopCellsByCount": "dfxtp_1 (135), nor2_1 (119), nand2_1 (63)",
  "cap_violations": 0,
  "post-route-min-period_ps": 3560,
  "dr.pass1.iters": 5,
  "p_int_mw": 2.67,
  "final-hold-violation-count": 0,
  "ant_nets": 0,
  "clk_latency_ps": 420,
  "finalSetupViolCount": 0,
  "post-route-period-util_pct": 91.4,
  "yosysMostFrequentCell": "dfxtp_1",
  "grt_pass1_vias": 4709,
  "warnings": 45,
  "critPathMaxFanout": 7,
  "dp_hpwl_um": 8980,
  "cts_hold_buf": 0,
  "ys_area_sq_mm": 0.00677,
  "antenna_found_initial": 0,
  "die-area_sq_mm": 0.0175,
  "largest_area_cell": "dfxtp_1",
  "wire_per_inst_um": 11.9,
  "final_util_pct": 49.6,
  "die_y_um": 132,
  "antenna_cells": 0,
  "drt-initial-drc-count": 270,
  "ys.warnings.count": 12,
  "path_clk_slew_ps": 60,
  "synth_area_sq_mm": 0.00677,
  "synthDistinctLibCells": 74,
  "status": "complete, no violations",
  "post-route-cell-area_sq_mm": 0.00822,
  "core_area_sq_mm": 0.0166,
  "async_flop_share_pct": 0,
  "worstPathRequired_ps": 3120,
  "slowest_stage": "fa_1",
  "grt_overflow_total": 0,
  "setup_slack_ps": 337,
  "critical_path.top_delay_family": "adder cells",
  "endpoint_kind": "output pin",
  "cts_root_buffer": "clkbuf_16",
  "rsz0062_at_grt": "false",
  "ir_drop_mv": 0.296,
  "p_comb_share_pct": 5.0,
  "pin_count": 60
}
[stage by stage]
stage	total power, mW	cells	hold slack [ps]
after global placement	1.65	1050	416
after CTS	3.43	1082	426
after floorplan	1.57	787	399
after detailed placement	1.65	1050	415
final	3.39	1082	422
after global routing	3.52	1082	444
[placed cells by master (no fill, tap or decap), types with 6 or more instances in the layout]
| cell | Yosys | routed |
|---|---|---|
| nor2_1 | 119 | 119 |
| and3_1 | 11 | 11 |
| ha_1 | 36 | 36 |
| nand3_1 | 23 | 23 |
| dfxtp_1 | 135 | 135 |
| inv_1 | 49 | 49 |
| a22o_1 | 7 | 7 |
| nor3_1 | 19 | 19 |
| o22ai_1 | 7 | 7 |
| mux2_2 | 7 | 7 |
| mux2i_1 | 21 | 21 |
| o31ai_1 | 7 | 7 |
| nand2_1 | 63 | 63 |
| and2_1 | 6 | 6 |
| o21ai_0 | 33 | 33 |
| xnor2_1 | 23 | 23 |
| nand4_1 | 8 | 8 |
| a211oi_1 | 8 | 8 |
| a21oi_1 | 40 | 40 |
| nand2b_1 | 8 | 8 |
| or3_1 | 7 | 7 |
| nor2b_1 | 7 | 7 |
| clkdlybuf4s50_1 | 0 | 59 |
| nor4_1 | 6 | 6 |
| a31oi_1 | 14 | 14 |
| clkbuf_16 | 0 | 17 |
| xor2_1 | 22 | 22 |
| nor3b_1 | 6 | 6 |
[final timing paths]
kind                                                 start                        to  slack [ps]  depth (start not counted)
setup / recovery  randomNumGenerator1.rng_counter.count[0]               seg7_sum[3]         340                          8
hold / removal                    access_control1.state[7]  access_control1.state[0]         420                          1
setup reg to reg                  access_control1.reconfig             seg7_units[1]        1090                          7
hold reg to reg                   access_control1.state[7]  access_control1.state[0]         420                          1
[layout make-up]
| cell class | instances | area [sq um] |
|---|---|---|
| clock buffers | 18 | 439 |
| repair buffers | 64 | 628 |
| fillers | 1537 | 8360 |
| clock inverters | 14 | 218 |
| multi-input cells | 576 | 3680 |
| flip-flops and latches | 139 | 2790 |
| well taps | 220 | 275 |
| inverters | 51 | 191 |
[cells by family after synthesis]
| family | Yosys count | share of synthesized area (%) |
|---|---|---|
| simple gates | 306 | 21.6 |
| compound gates | 160 | 15.7 |
| flops | 137 | 40.8 |
| buf+inv | 72 | 4.42 |
| xor+xnor | 45 | 5.82 |
| fa+ha+maj | 37 | 6.95 |
| mux | 28 | 4.27 |
| latches | 2 | 0.444 |
[routing by layer]
metal  track usage [%]  routed length [um]  vias up
li1                  -                   -     2879
met1              24.0                6710     2484
met2              23.3                5600       94
met3              2.75                 455       11
met4              2.13                 130        0
met5                 0                   0        -
[power groups by stage]
stage	sequential, mW	clock (mW)	combinational, mW
after CTS	1.45	1.81	0.169
after global routing	1.45	1.88	0.187
final	1.45	1.77	0.169
Power and IR drop assume default switching activity.
